**design/flow/run.sh**
```bash
#!/bin/bash
# OpenROAD 26Q1-2900-gdf79404cd8, Yosys 0.63+post, stock flow scripts
make -C /OpenROAD-flow-scripts/flow DESIGN_CONFIG=/design/flow/config.mk WORK_HOME=/design/flow/orfs finish
```
**design/flow/config.mk**
```make
export PLATFORM = sky130hd
export DESIGN_NAME = Async_FIFO
export DESIGN_NICKNAME = Async_FIFO
export VERILOG_FILES = /design/flow/design.v
export SDC_FILE = /design/flow/constraint.sdc
export NUM_CORES = 4
export LEC_CHECK = 1
export CORE_UTILIZATION = 40
```
**design/flow/constraint.sdc**
```tcl
current_design Async_FIFO

set clk_period 2.7
set clk_io_pct 0.2

create_clock -name clk0 -period $clk_period [get_ports {rCLK}]
create_clock -name clk1 -period $clk_period [get_ports {wCLK}]

set non_clock_inputs [all_inputs -no_clocks]
set_input_delay [expr $clk_period * $clk_io_pct] -clock clk0 $non_clock_inputs
set_output_delay [expr $clk_period * $clk_io_pct] -clock clk0 [all_outputs]
```
**design/flow/design.v**
```verilog
module Async_FIFO #(
	parameter FIFO_WIDTH    = 8,
	parameter FIFO_DEPTH    = 8,
	parameter POINTER_WIDTH = $clog2(FIFO_DEPTH)
)
(
	input  wire 				 wrst_n,
	input  wire 				 rrst_n,
	input  wire 				 wCLK,
	input  wire 				 rCLK,
	input  wire [FIFO_WIDTH-1:0] D_IN,
	input  wire 				 Wr_Req,
	input  wire 				 Rd_Req,
	output reg                   TX_D_Valid,
	output reg [FIFO_WIDTH-1:0]  D_OUT,
	output wire                  Full,
	output wire                  Empty
);
reg  [POINTER_WIDTH:0] p_wr_b;
reg  [POINTER_WIDTH:0] p_rd_b;
wire [POINTER_WIDTH:0] async_p_wr_g;
wire [POINTER_WIDTH:0] async_p_rd_g;
wire [POINTER_WIDTH:0] sync_p_wr_g;
wire [POINTER_WIDTH:0] sync_p_rd_g;
wire [POINTER_WIDTH:0] sync_p_wr_b;
wire [POINTER_WIDTH:0] sync_p_rd_b;
B2G #(
	.DATA_LENGTH(POINTER_WIDTH + 1)
) 
	wbinary_Gray
(
	.DATA_IN(p_wr_b),
	.DATA_OUT(async_p_wr_g)
);
B2G #(
	.DATA_LENGTH(POINTER_WIDTH + 1)
) 
	rbinary_Gray
(
	.DATA_IN(p_rd_b),
	.DATA_OUT(async_p_rd_g)
);
P_SYNC #(
	.BUS_WIDTH(POINTER_WIDTH + 1)
) 
	wpointer_sync
(
	.rst_n(rrst_n),
	.CLK(rCLK),
	.Async(async_p_wr_g),
	.Sync(sync_p_wr_g)
);
P_SYNC #(
	.BUS_WIDTH(POINTER_WIDTH + 1)
) 
	rpointer_sync
(
	.rst_n(wrst_n),
	.CLK(wCLK),
	.Async(async_p_rd_g),
	.Sync(sync_p_rd_g)
);
G2B #(
	.DATA_LENGTH(POINTER_WIDTH + 1)
) 
	gray_binary_wr
(
	.DATA_IN(sync_p_wr_g),
	.DATA_OUT(sync_p_wr_b)
);
G2B #(
	.DATA_LENGTH(POINTER_WIDTH + 1)
) 
	gray_binary_rd
(
	.DATA_IN(sync_p_rd_g),
	.DATA_OUT(sync_p_rd_b)
); 
assign Full  = ({!p_wr_b[POINTER_WIDTH],p_wr_b[POINTER_WIDTH-1:0]} == sync_p_rd_b)? 1'b1:1'b0;
assign Empty = ({p_wr_b == sync_p_rd_b})? 1'b1:1'b0;
reg [FIFO_WIDTH-1:0] FIFO_MEM [FIFO_DEPTH-1:0];
always @(posedge wCLK,negedge wrst_n) begin
	if (!wrst_n) begin
		p_wr_b <= 'b0;
	end
	else if (Wr_Req && !Full) begin
		FIFO_MEM[p_wr_b[POINTER_WIDTH-1:0]] <= D_IN;
		p_wr_b <= p_wr_b + 1'b1;
	end
end
always @(posedge rCLK,negedge rrst_n) begin
	if (!rrst_n) begin
		p_rd_b 	   <= 'b0;
		TX_D_Valid <= 1'b0;
	end
	else if (Rd_Req && !Empty) begin
		D_OUT      <= FIFO_MEM[p_rd_b[POINTER_WIDTH-1:0]];
		p_rd_b     <= p_rd_b + 1'b1;
		TX_D_Valid <= 1'b1;
	end
	else begin
		TX_D_Valid <= 1'b0;
	end
end
endmodule
module B2G #(
	parameter DATA_LENGTH = 3
)
(
	input  wire [DATA_LENGTH-1:0] DATA_IN,
	output reg  [DATA_LENGTH-1:0] DATA_OUT 
);
integer i;
always @(*) begin
	for (i = 0;i < DATA_LENGTH - 1;i = i + 1) begin
		DATA_OUT[DATA_LENGTH-i-2] = DATA_IN[DATA_LENGTH-i-1] ^ DATA_IN[DATA_LENGTH-i-2];
	end
	DATA_OUT[DATA_LENGTH-1] = DATA_IN[DATA_LENGTH-1];
end
endmodule
module G2B #(
	parameter DATA_LENGTH = 3
)
(
	input  wire [DATA_LENGTH-1:0] DATA_IN,
	output reg  [DATA_LENGTH-1:0] DATA_OUT 
);
integer i;
always @(*) begin
	for (i = 0;i < DATA_LENGTH;i = i + 1) begin
		DATA_OUT[i] = ^(DATA_IN >> i);
	end
end
endmodule
module P_SYNC
#(
	parameter BUS_WIDTH  = 3,
	parameter NUM_STAGES = 2
)
(
	input  wire 				CLK,
	input  wire 				rst_n,
	input  wire [BUS_WIDTH-1:0] Async,
	output reg  [BUS_WIDTH-1:0] Sync
);
reg [NUM_STAGES-1:0] NFFS [BUS_WIDTH-1:0];
integer i;
always @(posedge CLK , negedge rst_n) begin
	if(!rst_n) begin
		for (i = 0; i < BUS_WIDTH;i = i + 1) begin
			NFFS[i] <= 0;
		end
	end
	else begin
		for (i = 0;i < BUS_WIDTH;i = i + 1) begin
			NFFS[i] <= {Async[i],NFFS[i][NUM_STAGES-1:1]};
		end
	end
end
always @(*) begin
	for (i = 0; i < BUS_WIDTH;i = i + 1) begin
		Sync[i] = NFFS[i][0];
	end
end
endmodule
```
==> reports/results.ini <==
[worst_setup_path]
path_class = reg -> reg
end_kind = flip-flop
r2r_start = rpointer_sync.NFFS[3][0]$_DFF_PN0_
cp-startpoint = rpointer_sync.NFFS[3][0]$_DFF_PN0_
crit_path_start_kind = flip-flop
crit_chain = buf_4 -> xor2_1 -> and3_2 -> a221o_2 -> nor2_4 -> and3_1
reg2reg_slack_ns = 0.28
cp-endpoint = FIFO_MEM[0][2]$_DFFE_PP_
r2r_end = FIFO_MEM[0][2]$_DFFE_PP_
slowest_stage = a221o_2
ff2ff_path_depth = 6
worstPathMaxFanout = 8
slowest_delay_ns = 0.47
worstPathRequired_ns = 2.69
cp.arrival_ns = 2.41

[yosys]
top_cell_area_share_pct = 60.1
edf_count = 72
topCellsByArea = edfxtp_1, dfrtp_1, ha_1
ys.flops = 89
yosysCellCount = 222
synth_cell_types = 35
synthCells = 222
flop_cell = edfxtp_1
syn_area_um2 = 3600
yosysWarnings = 6
synthArstFlopShare_pct = 19.1
yosysTopAreaCell = edfxtp_1
postSynthAreaPerCell_um2 = 16.2
yosysChipArea_um2 = 3600
ys_seq_share_pct = 72.0

[power_and_ir_drop]
p_int_mw = 3.02
powerDensity_nw_per_um2 = 1050
switching_power_mw = 1.43
p_sw_share_pct = 32.1
vdd_drop_max_uv = 262
p_leak_nw = 1.57
pwr-share-seq_pct = 44.0
combPwrFrac_pct = 33.8
clock_power_share_pct = 22.2

[clock_tree]
clkSinkCount = 89
cts_tree = done
clkSlewWorstSetupHoldPaths_ns = 0.07
holdBufCountCts = 0

[sta]
slew_headroom_pct = 66.4
setup_tns_ns = 0
grt_setup_unrepaired = no
finalHoldViolCount = 0
slew_violations = 0
worst_pin_slew_ns = 0.504
setup_viol_count_final = 0
hold_ws_ns = 0.350
skew_ns = 0.00774

[place]
place_congestion = 0.803
placed_area_um2 = 3970
portBuffers = 23
dp_hpwl_um = 4360
place_inst = 350

[grt]
gr-usage-all-layers_pct = 15.1
grt_pass1_vias = 1973
grt_max_degree = 18
grt_pass1_wl_um = 10400
antenna_found_initial = 0
overflow = 0

[die]
num_rows = 34
fp.dieW_um = 96.8
io_pins = 25
coreArea_um2 = 8720
die_y_um = 96.8
chipArea_um2 = 9370
fp-utilization_pct = 41.2

[cells_and_area]
areaGrowthSynthToFinish_pct = 18.4
instances_no_fill = 372
drive_gt1_share_pct = 17.4
final_cell_area_um2 = 4260

[run]
warning_count = 36
drv_cap = 0

[drt]
detail_route.wl_per_cell_um = 17.0
drt_iter0_drc = 97
drc = 0
vias_per_cell = 5.16
vias = 1918
drt-total-wl_um = 6340
antenna_cells = 0
drtAntennaViolNets = 0
drt-pass1-iter-count = 7

[run_status]
status = finished, final reports clean

[hold_path]
hold_class = reg -> reg

==> cell usage after synthesis, drive strengths merged (5+ instances only) <==
library cell   n
a21oi          6
xnor2          5
a222oi         8
ha            15
and3           8
nand2         11
inv           10
nor2          13
dfrtp         17
buf            5
a221oi         5
mux2          11
edfxtp        72
==> worst min-delay path by stage <==
stage	start	to	slack, ns	cells after the start
CTS	rpointer_sync.NFFS[0][1]$_DFF_PN0_	rpointer_sync.NFFS[0][0]$_DFF_PN0_	0.35	0
global route	rpointer_sync.NFFS[0][1]$_DFF_PN0_	rpointer_sync.NFFS[0][0]$_DFF_PN0_	0.36	0
finish	rpointer_sync.NFFS[0][1]$_DFF_PN0_	rpointer_sync.NFFS[0][0]$_DFF_PN0_	0.35	0
==> kinds of logic after synthesis <==
group	count (synthesis)	synth area share, %
xor+xnor	9	2.40
mux	14	4.28
compound gates	31	7.27
fa+ha+maj	15	5.22
flops	89	72.0
buf+inv	18	1.91
simple gates	46	6.96
==> worst max-delay path: cells and delay by family, from the launching register on <==
kind | cells | cell delay [ns]
buffers and inverters | 1 | 0.16
XOR/XNOR | 1 | 0.16
flip-flops | 1 | 0.44
AND/OR/NAND/NOR | 3 | 0.83
AND-OR/OR-AND | 1 | 0.47
==> layout by cell type, fill, tap and decap left out, drive strengths merged <==
cell / instances
o21ai: 2
a21oi: 6
ha: 15
and3: 8
or2: 1
nand3: 1
a41oi: 4
nand2: 11
a221oi: 5
or4: 1
nor4: 1
a31oi: 3
clkinvlp: 1
buf: 7
a22oi: 2
edfxtp: 72
nand2b: 2
bufinv: 1
xor2: 4
clkbuf: 13
dfrtp: 17
a222oi: 8
xnor2: 5
a221o: 1
nor2: 13
mux2: 11
inv: 10
nor3b: 1
dlymetal6s2s: 2
nor2b: 1
clkdlybuf4s50: 21
mux2i: 3
nor3: 2
clkinv: 5
and2: 4
==> power by group through the flow <==
stage / logic [mW] / registers (mW) / clock network, mW
finish: 1.51 / 1.96 / 0.988
global route: 1.70 / 1.99 / 1.07
CTS: 1.47 / 1.96 / 1.02
==> state kept, by name, indices dropped and copies added (netlist names) <==
| name | cells |
|---|---|
| p_rd_b | 4 |
| p_wr_b | 4 |
| TX_D_Valid | 1 |
| rpointer_sync.NFFS | 8 |
| D_OUT | 8 |
| FIFO_MEM | 64 |
==> layout make-up <==
type                            instances  area (um^2)
Inverter                               10         37.5
Multi-Input combinational cell        115          972
Clock inverter                          7         67.6
Fill cell                             709         4460
Tap cell                              108          135
Timing Repair Buffer                   30          288
Clock buffer                           13          169
Sequential cell                        89         2590
==> what timing repair did <==
| action | CTS | global route |
|---|---|---|
| endpoints found under the hold margin | 0 | 0 |
| pin swaps | 1 | 3 |
| gates resized | 3 | 5 |
| endpoints found under the setup margin | 2 | 2 |
| buffers inserted | 1 | 1 |
==> layer usage <==
metal  vias to the layer above  wire length (um)  global-route usage [%]
li1                        920                 -                       -
met1                       913              2930                    24.1
met2                        71              2710                    20.1
met3                        14               539                    7.28
met4                         0               161                    3.90
met5                         -                 0                       0
==> through the flow <==
stage                     power [mW]  utilization, %  worst slack, ns
after floorplan                 2.91               -            0.219
after global placement          3.39            45.5            0.260
after detailed placement        3.39            45.5            0.217
after CTS                       4.44            48.4         0.000554
after global routing            4.76            48.8            0.163
final                           4.45            48.8            0.280
No activity file was given, so power comes from the tool's default toggle rates.
