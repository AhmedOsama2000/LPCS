--- flow/config.mk ---
export PLATFORM = sky130hd
export DESIGN_NAME = RegFile
export DESIGN_NICKNAME = RegFile
export VERILOG_FILES = /design/flow/design.v
export SDC_FILE = /design/flow/constraint.sdc
export NUM_CORES = 4
export LEC_CHECK = 1
export CORE_UTILIZATION = 40
--- flow/constraint.sdc ---
current_design RegFile

set clk_period 1.4
set clk_io_pct 0.2

create_clock -name clk0 -period $clk_period [get_ports {CLK}]

set non_clock_inputs [all_inputs -no_clocks]
set_input_delay [expr $clk_period * $clk_io_pct] -clock clk0 $non_clock_inputs
set_output_delay [expr $clk_period * $clk_io_pct] -clock clk0 [all_outputs]
--- flow/design.v ---
module RegFile 
#(
	parameter reg_num      = 16,
	parameter reg_width    = 8,
	parameter ADDR_SIZE    = 4
)
(
	input  wire 					CLK,
	input  wire 					rst_n,
	input  wire 					WrEN,
	input  wire 					RdEN,
	input  wire [reg_width-1:0] 	WrData,
	input  wire [ADDR_SIZE-1:0]  	Address,
	output reg 	[reg_width-1:0] 	Rd_Data,
	output wire	[reg_width-1:0]		REG_0,
	output wire	[reg_width-1:0]		REG_1,
	output wire [reg_width-1:0]		REG_2,
	output wire [reg_width-1:0]		REG_3,
	output reg 						Rd_Data_VLD
);
integer i;
reg [reg_width-1:0] reg_data [reg_num-1:0];
always @(posedge CLK , negedge rst_n) begin
	if (!rst_n) begin
		for (i = 0;i < reg_num;i = i + 1) begin
			if (i == 2) begin
				reg_data[i] <= 'b0_01000_1_1; 
			end
			else if (i == 3) begin
				reg_data[i] <= 'b000_01000;
			end
			else begin
				reg_data[i] <= 'b0;
			end
		end
		Rd_Data <= 0;
		Rd_Data_VLD <= 0;
	end
	else if (WrEN) begin
		reg_data[Address] <= WrData;
		Rd_Data_VLD <= 0;
	end
	else if (RdEN) begin
		Rd_Data <= reg_data[Address];
		Rd_Data_VLD <= 1;
	end
	else begin
		Rd_Data_VLD <= 0;
	end
end
assign REG_0 = reg_data[0];
assign REG_1 = reg_data[1];
assign REG_2 = reg_data[2];
assign REG_3 = reg_data[3];
endmodule 
--- flow/run.sh ---
#!/bin/bash
# OpenROAD 26Q1-2900-gdf79404cd8, Yosys 0.63+post, stock flow scripts
make -C /OpenROAD-flow-scripts/flow DESIGN_CONFIG=/design/flow/config.mk WORK_HOME=/design/flow/orfs finish
==> results.cfg <==
; implementation run metrics
[outcome]
status = complete, but fails checks
violations = setup timing

[die]
rows = 46
io_pins = 57
initial_utilization = 0.4148
die_h_um = 131.1
dieArea_um2 = 17170
die_x_um = 131.1
core_um2 = 16060

[drt]
wl_per_cell_um = 20.50
ant_nets = 0
wl_um = 18450
drt_iter0_drc = 285
drc = 0
first_pass_iters = 4
avgViaCountPerCell = 5.398
vias = 4858
diodes = 0

[job]
cap_viol_max_count = 0
warnings = 28

[layout]
n_fill_cell = 1306
combGateArea_um2 = 3218
layout.cells.most_common = mux2_2
drive_above_1_share = 0.5219
most-common-layout-cells = 134 x mux2_2, 133 x dfrtp_1, 93 x buf_4
syn_to_final_growth_pct = 39.24
layout.cells.non_filler = 900
final_area_um2 = 9275
flop_area_um2 = 3433

[timing]
finalSetupTns_ns = -0.008157
rsz0062_at_grt = yes
drv_slew = 0
setup_ws_ns = -0.008157
maxSlewHeadroom = 0.7314
period_minus_slack_ns = 1.408
period_used_share = 1.006
final_hold_viol_count = 0
worst_pin_slew_ns = 0.3986
fin_skew_ns = 0.004782
max_clock_freq_mhz = 710.1
setup_violations = 1

[global_route]
track_usage = 0.2412
grt_pass1_wl_um = 29280
gr-total-overflow = 0
grt_use_met3 = 0.06860
grt_pass1_vias = 4917
antenna_found_initial = 0
met2_usage = 0.3399
grt-busiest-layer = met1
use_met1 = 0.3925
grt_max_degree = 46

[setup_path]
path_max_fanout = 2
cp-startpoint = reg_data[15][1]$_DFFE_PN0P_
critPathKind = flip-flop to flip-flop
r2r_start = reg_data[15][1]$_DFFE_PN0P_
cp-end-kind = flip-flop
cp-start-kind = flip-flop
rrSetupSlack_ns = -0.008
arrival_ns = 1.68
reg2regPathDepth = 4
r2r-end = Rd_Data[1]$_DFFE_PN0P_
required_ns = 1.68
critPathCapture = Rd_Data[1]$_DFFE_PN0P_

[yosys]
synthMuxAreaShare = 0.2417
synth-adder-area-share = 0
logic_family = multiplexers
ys_seq_frac = 0.5154
async_flop_share = 1.000
edf_count = 0
simple_gate_share = 0.1242
syn_inst = 511
synth_area_per_cell_um2 = 13.04
ff_type = dfrtp_1
synth_area_um2 = 6661
yosysChipArea_um2 = 6661
synth.cellmix.compoundShare = 0.08396
yosysWarnings = 2
synth_cell_types = 58
ys_ff = 137
ys_cells = 511
synth_xor_xnor_area_share = 0

[place]
gp_congestion = 0.8709
placedInstanceArea_um2 = 8159
dp_hpwl_um = 12640
io_buffers = 56
dpl.cell_count = 831

[pwr]
irDropWorstVdd_mv = 1.217
p_total_w = 0.01277
power_density_nw_per_um2 = 1376
p_leak_nw = 3.966

[clock_tree]
clkLatencyLatePin_ns = 0.41
clkTransAtPathRegs_ns = 0.06
ctsHtreeMaxLevel = 4
clockBufferDepth = 2
cts_root_buf = clkbuf_16
clock_sinks = 137
cts_buffers = 17
cts_tree = built

[min_path]
hold_class = primary input to async pin
-- state kept, by name, summed over array words and instances (netlist names) --
| register | flops |
|---|---|
| reg_data | 128 |
| Rd_Data | 8 |
| Rd_Data_VLD | 1 |
-- stage by stage --
step | setup WS, ns | utilization | hold WS (ns)
after CTS | -0.03977 | 0.5725 | 0.2601
after global routing | -0.04381 | 0.5776 | 0.2782
after detailed placement | -1.063 | 0.5081 | 0.1364
after global placement | -1.110 | 0.5081 | 0.1319
after floorplan | -0.03594 | - | -0.01559
final | -0.008157 | 0.5776 | 0.2738
-- how the worst min path moves through the flow --
stage | slack (ns) | startpoint | end
CTS | 0.26 | rst_n | reg_data[11][1]$_DFFE_PN0P_
global route | 0.28 | rst_n | reg_data[11][1]$_DFFE_PN0P_
finish | 0.27 | rst_n | reg_data[11][5]$_DFFE_PN0P_
-- cell families after synthesis --
family,after synthesis
mux,144
flops,137
simple gates,108
compound gates,81
buf+inv,41
-- critical path, cell delays in order, from the launching register on --
cell	delay [ns]
dfrtp_1	0.37
mux2i_1	0.19
o211ai_1	0.16
nor4_4	0.43
a31oi_1	0.12
-- what timing repair did --
action / 4_1_cts / 5_1_grt
setup buffers: 37 / 0
hold endpoints to repair: 97 / 0
gates cloned: 1 / 0
setup endpoints to repair: 177 / 43
pin swaps: 13 / 14
hold buffers: 1 / 0
resized: 93 / 23
-- synth_stat cells (2+ instances only) --
cell	n	area share
nand3_2	5	0.0075
nor2_2	4	0.0038
a21oi_1	19	0.014
nor3b_2	2	0.0038
buf_6	4	0.0068
dfstp_2	4	0.016
buf_4	8	0.0090
clkbuf_1	12	0.0068
o21ai_0	4	0.0030
inv_1	2	0.0011
buf_2	14	0.011
mux2_2	135	0.23
a21boi_0	2	0.0023
nand2b_1	3	0.0028
a221oi_1	6	0.0079
dfrtp_1	133	0.50
and3_1	2	0.0019
or2_1	2	0.0019
nand4_1	2	0.0019
nand3_1	7	0.0053
nand2_1	4	0.0023
nor2b_1	4	0.0038
o22ai_1	9	0.0085
mux2i_1	9	0.014
or2_2	4	0.0038
nor2_4	9	0.015
nand3b_1	38	0.043
a21o_1	6	0.0068
o22a_1	2	0.0026
nor4_1	6	0.0056
a32oi_1	7	0.0092
a22oi_1	5	0.0056
a31oi_1	8	0.0075
o211ai_1	6	0.0068
-- area by class of cell --
type | instances | share of cell area
Clock buffer | 21 | 0.05180
Clock inverter | 11 | 0.01538
Inverter | 3 | 0.001214
Multi-Input combinational cell | 333 | 0.3470
Sequential cell | 137 | 0.3702
Tap cell | 216 | 0.02914
Timing Repair Buffer | 179 | 0.1854
-- per-layer routing --
layer	share of wire	wire [um]
met1	0.47	8754
met2	0.44	8143
met3	0.070	1299
met4	0.014	250
met5	0	0
-- where the power goes --
group	switching (W)	total [W]	internal, W	leakage (nW)
sequential	0.000490	0.00538	0.00489	1.67
clock	0.00167	0.00466	0.00299	0.305
combinational	0.00103	0.00273	0.00170	1.99
No activity file was given, so power comes from the tool's default toggle rates.
