$ cat design/flow/config.mk
export PLATFORM = sky130hd
export DESIGN_NAME = UART
export DESIGN_NICKNAME = UART
export VERILOG_FILES = /design/flow/design.v
export SDC_FILE = /design/flow/constraint.sdc
export NUM_CORES = 4
export LEC_CHECK = 1
export CORE_UTILIZATION = 50
$ cat design/flow/constraint.sdc
current_design UART

set clk_period 5.2
set clk_io_pct 0.2

create_clock -name clk0 -period $clk_period [get_ports {RX_CLK}]
create_clock -name clk1 -period $clk_period [get_ports {TX_CLK}]

set non_clock_inputs [all_inputs -no_clocks]
set_input_delay [expr $clk_period * $clk_io_pct] -clock clk0 $non_clock_inputs
set_output_delay [expr $clk_period * $clk_io_pct] -clock clk0 [all_outputs]
$ cat design/flow/design.v
module UART #(
	parameter INPUT_WIDTH  = 8,
	parameter OUTPUT_WIDTH = 8,
	parameter PRESCALE_IN  = 5
)
(
	input  wire 			       rst_n,
	input  wire 			       TX_CLK,
	input  wire					   RX_CLK,
	input  wire					   RX_IN,
	input  wire [OUTPUT_WIDTH-1:0] TX_P_DATA,
	input  wire 				   PAR_EN,
    input  wire 				   PAR_TYP,
	input  wire 				   TX_DATA_VALID,
	input  wire [PRESCALE_IN-1:0]  prescale,
	output wire 				   TX_OUT,
	output wire [INPUT_WIDTH-1:0]  RX_P_DATA,
	output wire 			       Busy,
	output wire 				   RX_DATA_VALID,
	output wire					   PAR_ERR,
	output wire					   STP_ERR	
);
UART_TX TX (
	.rst_n(rst_n),
	.CLK(TX_CLK),
	.P_DATA(TX_P_DATA),
	.DATA_VALID(TX_DATA_VALID),
	.PAR_EN(PAR_EN),
	.PAR_TYP(PAR_TYP),
	.TX_OUT(TX_OUT),
	.Busy(Busy)
);
UART_RX RX (
	.rst_n(rst_n),
	.CLK(RX_CLK),
	.RX_IN(RX_IN),
	.prescale(prescale),
	.PAR_EN(PAR_EN),
	.PAR_TYP(PAR_TYP),
	.P_DATA(RX_P_DATA),
	.DATA_VALID(RX_DATA_VALID),
	.PAR_ERR(PAR_ERR),
	.STP_ERR(STP_ERR)	
);
endmodule
module UART_RX 
#(
	parameter OUTPUT_WIDTH = 8,
	parameter PRESCALE_IN  = 5
)
(
	input  wire 				   rst_n,
	input  wire 				   CLK,
	input  wire					   RX_IN,
	input  wire [PRESCALE_IN-1:0]  prescale,
	input  wire 				   PAR_EN,
	input  wire 				   PAR_TYP,
	output reg  [OUTPUT_WIDTH-1:0] P_DATA,
	output reg 					   DATA_VALID,
	output wire					   PAR_ERR,
	output wire					   STP_ERR	  
);
localparam IDLE 	  	 = 3'b000;
localparam START_CHK  	 = 3'b001;
localparam RECEIVE_DATA  = 3'b010;
localparam PAR_CHK       = 3'b011;
localparam STOP_CHK   	 = 3'b100;
reg [2:0] CS;
reg [2:0] NS;
reg [3:0] 			   bit_cnt;
reg [PRESCALE_IN-1:0]  edge_cnt;
reg enable_counters;
reg  deser_en;
wire data_samp_en;
wire [PRESCALE_IN-2:0] middle_edge;
wire [PRESCALE_IN-2:0] prev_edge;
wire [PRESCALE_IN-2:0] next_edge;
reg [OUTPUT_WIDTH-1:0] Deser_reg;
wire Start_bit;
wire Stop_bit;
wire str_glitch;
reg str_chk_en;
reg stp_chk_en;
wire par_bit;
reg par_chk_en;
wire  sampled_bit;
reg	[2:0] majority_bits; 
assign Start_bit = 0;
assign Stop_bit  = 1;
assign str_glitch = (str_chk_en && sampled_bit != Start_bit && edge_cnt == prescale)? 1'b1 : 1'b0;
assign STP_ERR    = (stp_chk_en && sampled_bit != Stop_bit && edge_cnt == prescale)? 1'b1 : 1'b0;
assign par_bit = (PAR_TYP)? !(^Deser_reg) : (^Deser_reg);
assign PAR_ERR = (par_chk_en && edge_cnt == prescale && par_bit != sampled_bit)? 1'b1:1'b0;
always @(posedge CLK,negedge rst_n) begin
	if (!rst_n) begin
		CS <= IDLE;
	end
	else begin
		CS <= NS;
	end
end
always @(*) begin
	case(CS)
		IDLE: begin
			if (!RX_IN) begin
				NS = START_CHK;
			end
			else begin			
				NS = IDLE;
			end
		end
		START_CHK: begin
			if (edge_cnt == prescale && !str_glitch) begin
				NS = RECEIVE_DATA;
			end
			else if (!bit_cnt && !str_glitch) begin
				NS = START_CHK;
			end
			else begin
				NS = IDLE;
			end
		end
		RECEIVE_DATA: begin
			if (bit_cnt == 9 && !PAR_EN) begin
				NS = STOP_CHK;
			end
			else if (bit_cnt == 9 && PAR_EN) begin
				NS = PAR_CHK;
			end
			else begin
				NS = RECEIVE_DATA;
			end
		end
		PAR_CHK: begin
			if (edge_cnt != prescale) begin
				NS = PAR_CHK;
			end
			else if (!PAR_ERR) begin
				NS = STOP_CHK;
			end
			else begin
				NS = IDLE;
			end
		end
		STOP_CHK: begin
			if (edge_cnt != prescale) begin
				NS = STOP_CHK;
			end
			else if (!STP_ERR && !RX_IN) begin
				NS = START_CHK;
			end
			else begin
				NS = IDLE;
			end
		end
		default: NS = IDLE;
	endcase
end
always @(*) begin
	str_chk_en = 0;
	deser_en = 0;
	par_chk_en = 0;
	stp_chk_en = 0;
	enable_counters = 1;
	DATA_VALID = 0;
	if (CS == START_CHK) begin
		str_chk_en = 1;
	end
	else if (CS == RECEIVE_DATA) begin
		deser_en = 1;
	end
	else if (CS == PAR_CHK) begin
		par_chk_en = 1;
	end
	else if (CS == STOP_CHK) begin
		stp_chk_en = 1;
		if (!PAR_ERR && !STP_ERR && edge_cnt == prescale) begin
			DATA_VALID = 1;
			enable_counters  = 0;
		end
		else begin
			enable_counters = 1;
		end
	end
	else begin
		str_chk_en = 0;
		deser_en = 0;
		par_chk_en = 0;
		stp_chk_en = 0;
		enable_counters = 0;
		DATA_VALID = 0;
	end
end
always @(posedge CLK , negedge rst_n) begin
	if (!rst_n) begin
		majority_bits <= 0;
		bit_cnt <= 0;
		edge_cnt <= 1;
		Deser_reg <= 0;
	end
	else if (edge_cnt == prescale && str_glitch) begin
		edge_cnt <= 1;
	end
	else if (!enable_counters || STP_ERR) begin
		bit_cnt <= 0;
		edge_cnt <= 1;
	end
	else if (data_samp_en) begin
		majority_bits <= {RX_IN,majority_bits[2:1]};
		edge_cnt <= edge_cnt + 1;
	end
	else if (edge_cnt == prescale && deser_en) begin
		Deser_reg <= {sampled_bit,Deser_reg[7:1]};
		bit_cnt <= bit_cnt + 1;
		edge_cnt <= 1;
	end
	else if (edge_cnt == prescale && !deser_en) begin
		edge_cnt <= 1;
		bit_cnt <= bit_cnt + 1;
	end
	else if (enable_counters && !str_glitch) begin
		edge_cnt <= edge_cnt + 1;
	end
end
always @(posedge CLK , negedge rst_n) begin
	if (!rst_n) begin
		P_DATA <= 0;
	end
	else if (bit_cnt == 9) begin
		P_DATA <= Deser_reg;
	end
end
assign middle_edge = prescale >> 1;
assign prev_edge = middle_edge - 1;
assign next_edge = middle_edge + 1;
assign data_samp_en = ((edge_cnt == prev_edge) || (edge_cnt == middle_edge) || (edge_cnt == next_edge))? 1'b1:1'b0;
assign sampled_bit = (majority_bits[0] & majority_bits[1]) 
					   |(majority_bits[1] & majority_bits[2]) 
					   |(majority_bits[2] & majority_bits[0]);
endmodule  
module UART_TX 
#(
	parameter INPUT_WIDTH = 8
)
(
	input  wire 				  rst_n,
	input  wire 				  CLK,
	input  wire [INPUT_WIDTH-1:0] P_DATA,
	input  wire 				  DATA_VALID,
	input  wire 				  PAR_EN,
	input  wire 				  PAR_TYP,
	output reg 					  TX_OUT,
	output wire 			      Busy
);
localparam IDLE 	  = 3'b000;
localparam START_BIT  = 3'b001;
localparam SEND_DATA  = 3'b011;
localparam PARITY     = 3'b010;
localparam STOP_BIT   = 3'b110;
reg [2:0] CS;
reg [2:0] NS;
reg [INPUT_WIDTH-1:0] serial_reg;
reg [2:0]             serial_counter;
wire Start_bit;
wire Stop_bit;
assign Start_bit = 0;
assign Stop_bit  = 1;
wire ser_done;
reg  ser_en;
assign ser_done = (&serial_counter)? 1'b1:1'b0;
assign Busy = (CS != IDLE)? 1'b1:1'b0;
wire par_bit;
assign par_bit = (PAR_TYP)? !(^P_DATA) : (^P_DATA);
always @(posedge CLK,negedge rst_n) begin
	if (!rst_n) begin
		CS <= IDLE;
	end
	else begin
		CS <= NS;
	end
end
always @(*) begin
	case(CS)
		IDLE: begin
			if (DATA_VALID) begin
				NS = START_BIT;
			end
			else begin			
				NS = IDLE;
			end
		end
		START_BIT: begin
			if (ser_en) begin
				NS = SEND_DATA;
			end
			else begin
				NS = START_BIT;
			end
		end
		SEND_DATA: begin
			if (ser_done && !PAR_EN) begin
				NS = STOP_BIT;
			end
			else if (ser_done && PAR_EN) begin
				NS = PARITY;
			end
			else begin
				NS = SEND_DATA;
			end
		end
		PARITY: begin
			if (!ser_done) begin
				NS = STOP_BIT;
			end
			else begin
				NS = PARITY;
			end
		end
		STOP_BIT: begin
			if (DATA_VALID) begin
				NS = START_BIT;
			end
			else begin
				NS = IDLE;
			end
		end
		default: NS = IDLE;
	endcase
end
always @(posedge CLK , negedge rst_n) begin
	if (!rst_n) begin
		serial_reg 	   <= 0;
		serial_counter <= 0;
		ser_en         <= 0;
	end
	else if (!ser_done && CS == SEND_DATA) begin
		serial_counter <= serial_counter + 1;
		serial_reg <= {1'b0,serial_reg[7:1]};
	end
	else if (CS == SEND_DATA && ser_done) begin
		serial_counter <= 0;
		ser_en <= 0;
	end
	else if (DATA_VALID) begin
		serial_reg <= P_DATA;
		ser_en     <= 1;
	end
end
always @(*) begin
	case(CS)
		START_BIT: begin
			TX_OUT = Start_bit;
		end
		SEND_DATA: begin
			TX_OUT = serial_reg[0];
		end
		PARITY: begin
			TX_OUT = par_bit;
		end
		default: TX_OUT = Stop_bit;
	endcase
end
endmodule  
$ cat design/flow/run.sh
#!/bin/bash
# OpenROAD 26Q1-2900-gdf79404cd8, Yosys 0.63+post, stock flow scripts
make -C /OpenROAD-flow-scripts/flow DESIGN_CONFIG=/design/flow/config.mk WORK_HOME=/design/flow/orfs finish
==> flow_metrics.env <==
# yosys + openroad results
export IMPL_wl_per_cell_um=12.6
export IMPL_syn_area_per_cell_um2=10.2
export IMPL_critPathMaxFanout=12
export IMPL_crit_top_cell="clkdlybuf4s50_1"
export IMPL_setup_viol=0
export IMPL_stdcell_count=366
export IMPL_grt_pass1_wl_mm=8.07
export IMPL_antenna_cells=0
export IMPL_layout_top_cell="nand2_1"
export IMPL_reg2reg_to="RX.Deser_reg[0]$_DFFE_PN0P_"
export IMPL_hold_buffers=0
export IMPL_die_w_um=74.6
export IMPL_coreArea_um2=5070
export IMPL_cts_setup_buffers=0
export IMPL_postSynthSeqShare_pct=45.7
export IMPL_top_cell_area_share_pct=43.7
export IMPL_worstHoldPathType="flop to flop"
export IMPL_wirelength_mm=4.63
export IMPL_grtUsageTotal_pct=19.5
export IMPL_ys_types=45
export IMPL_die_h_um=74.6
export IMPL_ys_flops=48
export IMPL_fp_util_pct=51.9
export IMPL_synth_cells=258
export IMPL_io_pin_count=33
export IMPL_port_buffers=31
export IMPL_tns_ps=0
export IMPL_arrival_ps=3470
export IMPL_dp_cells=354
export IMPL_cts_tree="done"
export IMPL_final_cell_mix="47 x nand2_1, 46 x dfrtp_1, 30 x clkdlybuf4s50_1"
export IMPL_path_cells="clkdlybuf4s50_1 -> xnor2_1 -> nand3_1 -> nor2_1 -> nand2_1 -> nor4b_1 -> clkdlybuf4s50_1"
export IMPL_final_hold_viol_count=0
export IMPL_reg2reg_slack_ps=2600
export IMPL_ys_cells=258
export IMPL_start_kind="input pin"
export IMPL_tool_warnings=30
export IMPL_critPathKind="input pin to output pin"
export IMPL_drv_slew=0
export IMPL_crit_family="simple AND/OR/NAND/NOR gates"
export IMPL_cap_viol_max_count=0
export IMPL_top_cells_by_area="dfrtp_1 44%, xnor2_1 8.0%, nand2_1 6.7%"
export IMPL_required_ps=4160
export IMPL_cts_resized=0
export IMPL_path_buffers=2
export IMPL_worst_pin_slew_ps=668
export IMPL_ys_warn_count=2
export IMPL_place_gp_congestion=0.779
export IMPL_fin_skew_ps=9.13
export IMPL_grt_pass1_vias=1804
export IMPL_peakVddDrop_uv=253
export IMPL_grt_antenna_before_repair=0
export IMPL_power_mw=1.43
export IMPL_rsz0062_at_grt="false"
export IMPL_first_iter_violations=88
export IMPL_area_growth_pct=19.4
export IMPL_reg2reg_depth=6
export IMPL_synth_chip_area_um2=2640
export IMPL_postRouteAntennaNets=0
export IMPL_min_to="RX.P_DATA[2]$_DFFE_PN0N_"
export IMPL_dieArea_um2=5560
export IMPL_cts_sinks=48
export IMPL_hold_depth=2
export IMPL_n_fill_cell=442
export IMPL_cpMaxStageDelayCell="clkdlybuf4s50_1"
export IMPL_critPathCaptureType="output pin"
export IMPL_viasPerCell=5.08
export IMPL_powerDensity_nw_per_um2=454
export IMPL_min_from="RX.P_DATA[2]$_DFFE_PN0N_"
export IMPL_r2r_start="RX.edge_cnt[0]$_DFFE_PN1P_"
export IMPL_drc_errors=0
export IMPL_dp_hpwl_mm=3.39
export IMPL_outcome="complete, no violations"
export IMPL_max_stage_delay_ps=590
export IMPL_grt_max_degree=49
export IMPL_max_slew_margin_pct=55.3
export IMPL_clk_pin_slew_ps=60
export IMPL_drive_gt1_share_pct=11.5
export IMPL_grt_ovfl_total=0
export IMPL_dr_pass1_iters=4
export IMPL_leakage_nw=1.44
export IMPL_vias=1861
export IMPL_largest_area_cell="dfrtp_1"
export IMPL_row_count=26
export IMPL_netlist_area_um2=2640
[power breakdown]
group | total [mW] | internal [mW] | switching, mW
sequential | 0.597 | 0.484 | 0.113
clock | 0.287 | 0.162 | 0.125
combinational | 0.546 | 0.276 | 0.270
[synth_stat cells]
cell type  instances
a31oi_1            1
nand2b_1           2
and3b_1            2
a21o_1             2
inv_1              7
a32o_1             3
maj3_1             1
or3_1              2
ha_1               8
o22a_1             1
mux2_2            12
xor2_1             9
nor4b_1            1
nor3_1             4
nor4b_2            1
nand2_1           47
nand3b_4           1
nor2b_1            5
nor3b_1            2
nand3_1            8
or2_2              1
dfstp_2            2
o221ai_1           1
buf_2              1
nand3b_1           4
nor4b_4            1
a211o_1            1
xnor2_2            1
o21ai_0           17
buf_4              1
mux2i_1            7
nand4b_1           1
o211a_1            1
nor2_1            12
clkbuf_1           5
a22oi_1            1
xnor2_1           24
dfrtp_1           46
o21a_1             1
a21oi_1            6
o22ai_1            1
o2bb2ai_1          1
or4b_2             1
and4_4             1
xor2_2             1
[per-stage QoR]
stage | instance area, um^2 | hold WS [ps] | utilization [%] | setup slack (ps)
after CTS | 3150 | 483 | 62.0 | 679
after global placement | 3010 | 457 | 59.3 | 704
after detailed placement | 3010 | 466 | 59.3 | 693
final | 3150 | 478 | 62.0 | 687
after global routing | 3150 | 503 | 62.0 | 483
after floorplan | 2640 | 421 | - | 2200
[layout make-up]
cell class	count	area [um^2]	area share (%)
Inverter	7	26.3	0.835
Multi-Input combinational cell	196	1370	43.7
Clock buffer	12	135	4.29
Sequential cell	48	1200	38.3
Timing Repair Buffer	33	320	10.2
Tap cell	70	87.6	2.78
[per-layer routing]
metal	track usage (%)	part of all wire [%]	vias up
met1	29.9	50	872
met2	29.8	46	25
met3	4.12	2.7	9
met4	3.77	1.6	0
met5	0	0	-
li1	-	-	955
[how the worst max path moves through the flow]
stage          to        start  cells after the start
6_report  PAR_ERR  prescale[2]                      7
5_1_grt   PAR_ERR  prescale[3]                      7
4_1_cts   PAR_ERR  prescale[2]                      7
[worst reg2reg max path: cells and delay by family, from the launching register on]
kind                      cells  cell delay, ps
DFF                           1             590
muxes                         1             320
and+or+nand+nor               4            1430
xor gates and xnor gates      1             160
[logic make-up (layout without fill, tap and decap cells)]
kind of cell    count (synthesis)  count (layout)  synth area share, %
flops                          48              48                 45.7
mux                            19              19                 7.79
compound gates                 37              37                 8.83
buf+inv                        14              52                 2.18
fa+ha+maj                       9               9                 4.18
simple gates                   96              96                 19.1
xor+xnor                       35              35                 12.2
